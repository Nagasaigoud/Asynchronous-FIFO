**design/flow/design.v**
```verilog
`timescale 1ns / 1ps
module AsynFIFO(data_out, wr_full, rd_empty,rd_clk, wr_clk, reset);
	parameter WIDTH = 8;
	parameter POINTER = 4;
	output [WIDTH-1 : 0] data_out;
	output wr_full;
	output rd_empty;
	wire [WIDTH-1 : 0] data_in;
	input rd_clk, wr_clk;
	input reset;
	reg [POINTER : 0] rd_pointer, rd_sync_1, rd_sync_2;
	reg [POINTER : 0] wr_pointer, wr_sync_1, wr_sync_2;
	wire [POINTER:0] rd_pointer_g,wr_pointer_g;
	parameter DEPTH = 1 << POINTER;	
	reg [WIDTH-1 : 0] mem [DEPTH-1 : 0];
	wire [POINTER : 0] rd_pointer_sync;
	wire [POINTER: 0] wr_pointer_sync;
	reg full,empty;
	reg [7:0] tr_ptr;
	always @(posedge wr_clk or posedge reset) begin
		if (reset) begin
			wr_pointer <= 0;
			tr_ptr<=0;
		end
		else if (full == 1'b0) begin
			wr_pointer <= wr_pointer + 1;
			tr_ptr<=tr_ptr+1;
			mem[wr_pointer[POINTER-1 : 0]] <= data_in;
		end
	end
	transmitter_data td(tr_ptr,data_in);
	always @(posedge wr_clk) begin
		rd_sync_1 <= rd_pointer_g;
		rd_sync_2 <= rd_sync_1;
	end
	always @(posedge rd_clk or posedge reset) begin
		if (reset) begin
			rd_pointer <= 0;
		end
		else if (empty == 1'b0) begin
			rd_pointer <= rd_pointer + 1;
		end
	end
	always @(posedge rd_clk) begin
		wr_sync_1 <= wr_pointer_g;
		wr_sync_2 <= wr_sync_1;
	end
	always @(*)
	begin
		if({~wr_pointer[POINTER],wr_pointer[POINTER-1:0]}==rd_pointer_sync)
			full = 1;
		else
			full = 0;	
	end
	always @(*)
	begin
		if(wr_pointer_sync==rd_pointer)	 
			empty = 1;	
		else
			empty = 0;
	end
	assign data_out = mem[rd_pointer[POINTER-1 : 0]];
	assign wr_pointer_g = wr_pointer ^ (wr_pointer >> 1);
	assign rd_pointer_g = rd_pointer ^ (rd_pointer >> 1);
	gray_to_binary g2bwrite(wr_sync_2,wr_pointer_sync);
	gray_to_binary g2bread(rd_sync_2,rd_pointer_sync);
	assign wr_full = full;
	assign rd_empty = empty;
endmodule 
`timescale 1ns / 1ps
module gray_to_binary(gray,binary);
input [4:0] gray;
output [4:0] binary;
assign binary[4]=gray[4];
assign binary[3]=gray[3] ^ binary[4];
assign binary[2]=gray[2] ^ binary[3];
assign binary[1]=gray[1] ^ binary[2];
assign binary[0]=gray[0] ^ binary[1];
endmodule
`timescale 1ns / 1ps
module transmitter_data(wr_ptr,data_out);
	output [7:0] data_out;
	input [7:0] wr_ptr;
	reg [7:0] input_rom [255:0];
	integer i;
	initial begin
	for(i=0;i<256;i=i+1)
		input_rom[i] = i;
	end
	assign data_out = input_rom[wr_ptr];
endmodule
```
**design/flow/run.sh**
```bash
#!/bin/bash
# OpenROAD 26Q1-2900-gdf79404cd8, Yosys 0.63+post, stock flow scripts
make -C /OpenROAD-flow-scripts/flow DESIGN_CONFIG=/design/flow/config.mk WORK_HOME=/design/flow/orfs finish
```
**design/flow/config.mk**
```make
export PLATFORM = sky130hd
export DESIGN_NAME = AsynFIFO
export DESIGN_NICKNAME = AsynFIFO
export VERILOG_FILES = /design/flow/design.v
export SDC_FILE = /design/flow/constraint.sdc
export NUM_CORES = 4
export LEC_CHECK = 1
export CORE_UTILIZATION = 40
```
**design/flow/constraint.sdc**
```tcl
current_design AsynFIFO

set clk_period 3.3
set clk_io_pct 0.2

create_clock -name clk0 -period $clk_period [get_ports {rd_clk}]
create_clock -name clk1 -period $clk_period [get_ports {wr_clk}]

set non_clock_inputs [all_inputs -no_clocks]
set_input_delay [expr $clk_period * $clk_io_pct] -clock clk0 $non_clock_inputs
set_output_delay [expr $clk_period * $clk_io_pct] -clock clk0 [all_outputs]
```
==> results.cfg <==
; flow metrics
[synth]
ys_cells = 419
yosysUniqueCellTypes = 46
synthCells = 419
postSynthAreaPerCell_um2 = 15.71
synth.area.top_cells = edfxtp_1, dfrtp_1, dfxtp_1
top_area_share_pct = 58.38
yosys_area_um2 = 6584
yosysSeqAreaShare_pct = 71.30
yosysWarnings = 3
syn_area_um2 = 6584
synth-seq-cells = 166
synthArstFlopShare_pct = 10.84
yosys.area.top_type = edfxtp_1
ff_type = edfxtp_1
edf_count = 128

[global_route]
grt_pass1_vias = 4148
grt_usage_pct = 20.44
antenna_found_initial = 0
grt_pass1_wl_um = 23090
grt_max_degree = 27
grt-ovfl-total = 0

[drt]
drc = 0
wl_um = 15020
first_iter_violations = 251
vias = 3882
avgRoutedWirePerCell_um = 20.86
antenna-diode-count = 0
first_pass_iters = 5
via_per_inst = 5.392
antenna_left = 0

[min_path]
hold_class = flip-flop to flip-flop
hold_depth = 0
whs_endpoint = rd_sync_2[3]$_DFF_P_
hold_start = rd_sync_1[3]$_DFF_P_

[run_status]
status = finished, final reports clean

[cells_and_area]
fin_util_pct = 50.63
final_cells = 720
syn_to_final_growth_pct = 23.03
drive_above_1_share_pct = 23.61

[die]
die_area_um2 = 16980
core-area_um2 = 16000
die_w_um = 130.3
die_h_um = 130.3
fp-row-count = 46
fp_util_pct = 41.15
num_io_pins = 13

[clock_tree]
clkSlewWorstSetupHoldPaths_ns = 0.06
clock_sinks = 166
cts_hold_buf = 0
tritoncts = done

[worst_setup_path]
regToRegEndpoint = mem[10][7]$_DFFE_PP_
r2r_start = wr_pointer[2]$_DFFE_PP0P_
cp_cell_sequence = buf_4 -> ha_1 -> or3_4 -> a221oi_4 -> buf_12 -> mux2_2 -> clkdlybuf4s50_1
path_max_fanout = 8
start_kind = flip-flop
slowest_delay_ns = 0.40
arrival_ns = 2.63
worst-setup-path-type = flip-flop to output pin
worstRegToRegCells = 7
required_ns = 2.64
slowest_stage = dfrtp_1
worstSetupEndpointType = output pin
reg2reg_slack_ns = 0.76

[sta]
setup_violations = 0
finClkSkew_ns = 0.008816
fin_tns_setup_ns = 0
hold_viol_final = 0
relSlewSlack_pct = 48.30
finalWorstSetupSlack_ns = 0.008202
worstMarginPinSlew_ns = 0.7755
drv_slew = 0
rsz0062_at_grt = true

[placed_design]
gp_congestion = 0.8661
placedCellCount = 664
hpwl_um = 9253
port_buffers = 11
place_ws_ns = 0.06569

[pwr]
fin_total_pwr_mw = 4.205
power.leakage_nw = 2.800
power_density_nw_per_um2 = 519.1
peakVddDrop_uv = 422.2

[flow_run]
openroad.warnings = 39
cap_violations = 0
==> registers in the layout, indices dropped and copies added (netlist names) <==
name        count
tr_ptr          8
wr_sync_1       5
wr_sync_2       5
rd_sync_2       5
mem           128
wr_pointer      5
rd_pointer      5
rd_sync_1       5
==> power by group <==
group	switching [mW]	internal (mW)
registers	0.000517	2.23
logic	0.00969	0.00302
clock network	0.839	1.13
==> cells in the final DEF, fill, tap and decap left out, types with 8 or more instances in the layout <==
| master | synthesis | final |
|---|---|---|
| edfxtp_1 | 128 | 128 |
| buf_4 | 0 | 47 |
| a22o_1 | 21 | 21 |
| clkbuf_16 | 0 | 20 |
| dfxtp_1 | 20 | 20 |
| xnor2_1 | 19 | 19 |
| nor2_1 | 18 | 18 |
| dfrtp_1 | 18 | 17 |
| nand2_1 | 15 | 15 |
| a22oi_1 | 17 | 15 |
| a222oi_1 | 13 | 13 |
| inv_1 | 16 | 13 |
| ha_1 | 19 | 13 |
| a21oi_1 | 11 | 11 |
| clkdlybuf4s50_1 | 0 | 11 |
| xor2_1 | 9 | 9 |
| mux2_2 | 8 | 8 |
| nand3_1 | 9 | 8 |
==> Yosys cell counts, types with 3 or more instances <==
| library cell | count |
|---|---|
| nand2_1 | 15 |
| o22ai_1 | 3 |
| a32oi_1 | 4 |
| nand2b_1 | 5 |
| dfrtp_1 | 18 |
| nor2_1 | 18 |
| inv_1 | 16 |
| a22oi_1 | 17 |
| clkbuf_1 | 14 |
| nand3_1 | 9 |
| and3_1 | 3 |
| o21ai_0 | 4 |
| dfxtp_1 | 20 |
| a21oi_1 | 11 |
| edfxtp_1 | 128 |
| xnor2_1 | 19 |
| a222oi_1 | 13 |
| and2_1 | 5 |
| o2111ai_1 | 3 |
| nand4_1 | 5 |
| mux2_2 | 8 |
| xor2_1 | 9 |
| ha_1 | 19 |
| o211ai_1 | 3 |
| a22o_1 | 21 |
==> worst max-delay path by stage <==
stage / cells past startpoint / startpoint / endpoint
4_1_cts: 9 / rd_pointer[1]$_DFFE_PP0N_ / data_out[2]
5_1_grt: 8 / rd_pointer[0]$_DFFE_PP0N_ / data_out[6]
6_report: 7 / rd_pointer[2]$_DFFE_PP0N_ / data_out[2]
==> critical path: cells and delay by family, from the launching register on <==
family	cells	cell delay, ns
mux	1	0.34
fa+ha+maj	1	0.23
buf+inv	3	0.74
compound gates	1	0.34
flops	1	0.40
simple gates	1	0.35
==> stage by stage <==
step           area, µm²  hold WS, ns
6_report            8100       0.3250
5_1_grt             8100       0.3300
4_1_cts             7915       0.3252
3_5_place_dp        7208       0.3135
3_3_place_gp        7208       0.3138
2_1_floorplan       6584       0.3096
==> repair_timing <==
| action | in CTS | in global routing |
|---|---|---|
| gates resized | 12 | 19 |
| setup buffers | 6 | 14 |
| pin swaps | 4 | 7 |
| setup endpoints to repair | 8 | 9 |
| gates cloned | 0 | 0 |
==> per-layer routing <==
layer | track usage [%] | up-vias | share of wire, %
li1 | - | 1783 | -
met1 | 26.92 | 1912 | 40
met2 | 30.10 | 158 | 46
met3 | 11.82 | 29 | 11
met4 | 5.746 | 0 | 3.1
met5 | 0 | - | 0
==> logic make-up after synthesis <==
kind of cell               count (synthesis)  share of synthesized area [%]
muxes                                     11                          2.014
xor gates and xnor gates                  29                          4.067
and+or+nand+nor                           69                          5.416
AOI/OAI and AO/OA                         91                          11.52
adders and majority gates                 19                          3.611
DFF                                      166                          71.30
buffers and inverters                     34                          2.071
==> area by class of cell <==
| cell class | instances | area (µm²) |
|---|---|---|
| fillers | 1338 | 7900 |
| flip-flops and latches | 166 | 4696 |
| multi-input cells | 219 | 1852 |
| repair buffers | 67 | 611.8 |
| clock buffers | 22 | 508.0 |
| well taps | 216 | 270.3 |
| clock inverters | 14 | 102.6 |
| inverters | 16 | 60.06 |
No activity file was given, so power comes from the tool's default toggle rates.
